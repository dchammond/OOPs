==> flow/design.v <==
package data_in_mux;
typedef enum bit [0:0] {
    cpu_in  = 1'b0
    ,pmem_in  = 1'b1
} datainmux_sel_t;
endpackage
package data_out_mux;
typedef enum bit [0:0] {
    way0  = 1'b0
    ,way1  = 1'b1
} dataoutmux_sel_t;
endpackage
package mem_address_mux;
typedef enum bit [1:0] {
    way0  = 2'b00
    ,way1  = 2'b01
    ,mem_in = 2'b10
} memaddressmux_sel_t;
endpackage
package line_out_cpu_mux;
typedef enum bit [0:0] {
    way0  = 1'b0
    ,way1  = 1'b1
} lineoutcpumux_sel_t;
endpackage
package rv32i_types;
typedef logic [31:0] rv32i_word;
typedef enum bit [6:0] {
    op_lui   = 7'b0110111,  
    op_auipc = 7'b0010111,  
    op_jal   = 7'b1101111,  
    op_jalr  = 7'b1100111,  
    op_br    = 7'b1100011,  
    op_load  = 7'b0000011,  
    op_store = 7'b0100011,  
    op_imm   = 7'b0010011,  
    op_reg   = 7'b0110011,  
    op_csr   = 7'b1110011   
} rv32i_opcode_t;
typedef enum bit [2:0] {
    beq  = 3'b000,
    bne  = 3'b001,
    blt  = 3'b100,
    bge  = 3'b101,
    bltu = 3'b110,
    bgeu = 3'b111
} branch_funct3_t;
typedef enum bit [2:0] {
     b = 3'b000,
     h = 3'b001,
     w = 3'b010,
    bu = 3'b100,
    hu = 3'b101
} load_store_funct3_t;
typedef enum bit [2:0] {
    add  = 3'b000,  
    sll  = 3'b001,
    slt  = 3'b010,
    sltu = 3'b011,
    axor = 3'b100,
    sr   = 3'b101,  
    aor  = 3'b110,
    aand = 3'b111
} arith_funct3_t;
typedef enum bit [2:0] {
    alu_add = 3'b000,
    alu_sll = 3'b001,
    alu_sra = 3'b010,
    alu_sub = 3'b011,
    alu_xor = 3'b100,
    alu_srl = 3'b101,
    alu_or  = 3'b110,
    alu_and = 3'b111
} alu_op_t;
typedef enum bit [5:0] {
    imm_slt =   6'b000000,
    imm_sltu =  6'b000001,
    imm_srai =  6'b000010,
    imm_srli =  6'b000011,
    imm_add =   6'b000100,
    imm_sll =   6'b000101,
    imm_axor =  6'b000110,
    imm_aor =   6'b000111,
    imm_aand =  6'b001000,
    rr_slt =    6'b001001,
    rr_sltu =   6'b001010,
    rr_sra =    6'b001011,
    rr_srl =    6'b001100,
    rr_add =    6'b001101,
    rr_sub =    6'b001110,
    rr_sll =    6'b001111,
    rr_axor =   6'b010000,
    rr_aor =    6'b010001,
    rr_aand =   6'b010010,
    auipc =     6'b010011,
    lui =       6'b010100,
    jal =       6'b010101,
    jalr =      6'b010110,
    br_beq =    6'b100000,
    br_bne =    6'b100001,
    br_blt =    6'b100010,
    br_bge =    6'b100011,
    br_bltu =   6'b100100,
    br_bgeu =   6'b100101,
    ld_lb =     6'b111000,
    ld_lh =     6'b111001,
    ld_lw =     6'b111010,
    ld_lbu =    6'b111011,
    ld_lhu =    6'b111100,
    st_sb =     6'b111101,
    st_sh =     6'b111110,
    st_sw =     6'b111111
} instruction_t;
typedef enum bit {
    ld = 1'b0,
    st = 1'b1
} mem_op_t;
endpackage : rv32i_types
interface rvfi_itf(input clk, input rst);
    logic halt;
    logic commit;
    logic [63:0] order;
    logic [31:0] inst;
    logic trap;
    logic [4:0] rs1_addr;
    logic [4:0] rs2_addr;
    logic [31:0] rs1_rdata;
    logic [31:0] rs2_rdata;
    logic load_regfile;
    logic [4:0] rd_addr;
    logic [31:0] rd_wdata;
    logic [31:0] pc_rdata;
    logic [31:0] pc_wdata;
    logic [31:0] mem_addr;
    logic [3:0] mem_rmask;
    logic [3:0] mem_wmask;
    logic [31:0] mem_rdata;
    logic [31:0] mem_wdata;
    logic [15:0] errcode;
endinterface
module arbiter
(
    input                clk,
    input                rst,
    input                fls,
    input  logic [255:0] arbiter_rdata_i,
    output logic [255:0] arbiter_wdata_o,
    output logic [ 31:0] arbiter_addr_o,
    output logic         arbiter_read_o,
    output logic         arbiter_write_o,
    input  logic         arbiter_resp_i,
    output logic [255:0] d_mem_rdata_o,
    input  logic [255:0] d_mem_wdata_i,
    input  logic [ 31:0] d_mem_addr_i,
    input  logic         d_mem_read_i,
    input  logic         d_mem_write_i,
    output logic         d_mem_resp_o,
    output logic [255:0] i_mem_rdata_o,
    input  logic [ 31:0] i_mem_addr_i,
    input  logic         i_mem_read_i,
    output logic         i_mem_resp_o
);
logic [255:0] arbiter_data_d, d_mem_data_d, i_mem_data_d;
logic [255:0] arbiter_data_q, d_mem_data_q, i_mem_data_q;
logic [31:0] arbiter_addr_d;
logic [31:0] arbiter_addr_q;
enum logic [2:0] {
    BEGIN,
    IDLE,
    D_MEM_READ,
    D_MEM_WRITE,
    I_MEM
} state_d, state_q;
always_comb begin : state_actions
    arbiter_wdata_o = arbiter_data_q;
    arbiter_addr_o  = arbiter_addr_q;
    arbiter_read_o  = 1'b0;
    arbiter_write_o = 1'b0;
    d_mem_rdata_o = d_mem_data_q;
    d_mem_resp_o  = 1'b0;
    i_mem_rdata_o = i_mem_data_q;
    i_mem_resp_o  = 1'b0;
    arbiter_data_d = arbiter_data_q;
    arbiter_addr_d = arbiter_addr_q;
    d_mem_data_d   = d_mem_data_q;
    i_mem_data_d   = i_mem_data_q;
    case (state_q)
        BEGIN: begin
        end
        IDLE: begin
        end
        D_MEM_READ: begin
            arbiter_addr_d = d_mem_addr_i;
            arbiter_addr_o = arbiter_addr_d;
            d_mem_rdata_o  = arbiter_rdata_i;
            d_mem_data_d   = arbiter_rdata_i;
            arbiter_read_o = 1'b1;
            d_mem_resp_o = arbiter_resp_i;
        end
        D_MEM_WRITE: begin
            arbiter_addr_d = d_mem_addr_i;
            arbiter_addr_o = arbiter_addr_d;
            arbiter_wdata_o = d_mem_wdata_i;
            arbiter_write_o = 1'b1;
            d_mem_resp_o = arbiter_resp_i;
        end
        I_MEM: begin
            arbiter_addr_d = i_mem_addr_i;
            arbiter_addr_o = arbiter_addr_d; 
            i_mem_rdata_o  = arbiter_rdata_i;
            i_mem_data_d   = arbiter_rdata_i;
            i_mem_resp_o   = arbiter_resp_i;
            arbiter_read_o = 1'b1;
        end
    endcase
end
always_comb begin : next_state_logic
    state_d = state_q;
    case (state_q)
        BEGIN: begin
            if (arbiter_resp_i) begin
                state_d = IDLE;
            end
        end
        IDLE: begin
            if (i_mem_read_i) begin
                state_d = I_MEM;
            end else if (d_mem_read_i) begin
                state_d = D_MEM_READ;
            end else if (d_mem_write_i) begin
                state_d = D_MEM_WRITE;
            end
        end
        D_MEM_READ, D_MEM_WRITE: begin
            if (arbiter_resp_i) begin
                if (i_mem_read_i) begin
                    state_d = I_MEM;
                end else begin
                    state_d = IDLE;
                end
            end
        end
        I_MEM: begin
            if (arbiter_resp_i) begin
                if (d_mem_read_i) begin
                    state_d = D_MEM_READ;
                end else if (d_mem_write_i) begin
                    state_d = D_MEM_WRITE;
                end else begin
                    state_d = IDLE;
                end
            end
        end
    endcase
end
always_ff @(posedge clk) begin
    state_q        <= state_d;
    arbiter_data_q <= arbiter_data_d;
    arbiter_addr_q <= arbiter_addr_d;
    d_mem_data_q   <= d_mem_data_d;
    i_mem_data_q   <= i_mem_data_d;
    if(fls) begin
        if(state_q != IDLE) begin
            state_q <= BEGIN;  
        end
    end
    if (rst) begin
        state_q        <= IDLE;
        arbiter_data_q <= '0;
        arbiter_addr_q <= '0;
        d_mem_data_q   <= '0;
        i_mem_data_q   <= '0;
    end
end
endmodule : arbiter
==> flow/run.sh <==
#!/bin/bash
# OpenROAD 26Q1-2900-gdf79404cd8, Yosys 0.63+post, stock flow scripts
make -C /OpenROAD-flow-scripts/flow DESIGN_CONFIG=/design/flow/config.mk WORK_HOME=/design/flow/orfs finish
==> flow/config.mk <==
export PLATFORM = sky130hd
export DESIGN_NAME = arbiter
export DESIGN_NICKNAME = arbiter
export VERILOG_FILES = /design/flow/design.v
export SDC_FILE = /design/flow/constraint.sdc
export NUM_CORES = 4
export LEC_CHECK = 1
export CORE_AREA = 10 10 531 531
export DIE_AREA = 0 0 541 541
==> flow/constraint.sdc <==
current_design arbiter

set clk_period 15.3
set clk_io_pct 0.2

create_clock -name clk0 -period $clk_period [get_ports {clk}]

set non_clock_inputs [all_inputs -no_clocks]
set_input_delay [expr $clk_period * $clk_io_pct] -clock clk0 $non_clock_inputs
set_output_delay [expr $clk_period * $clk_io_pct] -clock clk0 [all_outputs]
==> results.py <==
# Metrics from the implementation run
metrics = {
    "status": {
        "outcome": "finished, final reports clean",
    },
    "drt": {
        "finalWirelength_um": 204000,
        "vias_per_cell": 2.99,
        "wl_met1_um": 66600,
        "drt_iter0_markers": 976,
        "dr.max_layer_used": "met5",
        "route.met3.wl_um": 27800,
        "first_pass_iters": 5,
        "avgRoutedWirePerCell_um": 28.5,
        "ant_nets": 0,
        "met2_length_um": 98700,
        "drc": 0,
        "vias": 21500,
    },
    "layout": {
        "fillers": 29700,
        "syn_to_final_growth_pct": 79.8,
        "final_cell_mix": "clkdlybuf4s50_1, and2_1, dfxtp_1, mux2_4, nand2_1",
        "final_common_cell": "clkdlybuf4s50_1",
        "layout-drive-gt1-share_pct": 18.5,
        "post-route-util_pct": 16.7,
    },
    "final_timing": {
        "finalClockSkew_ns": 0.0251,
        "fin_crit_sh_pct": 54.8,
        "rsz0062_at_grt": "no",
        "max_freq_mhz": 119,
        "tightest_slew_ns": 1.00,
        "period_needed_ns": 8.39,
        "slew_viol_final": 0,
        "final_hold_viol_count": 0,
        "setup_violations": 0,
        "tns_ns": 0,
        "slew-limit-headroom_pct": 33.1,
    },
    "cts": {
        "worstSkewPairLatency_ns": 0.68,
        "post_cts_buffers": 0,
        "clockBufferDepth": 3,
        "postCtsHoldBufs": 0,
        "ctsResizeCount": 0,
        "htree_levels": 3,
        "cts_buffers": 73,
        "path_clk_slew_ns": 0.06,
        "cts-root-buf": "clkbuf_16",
        "cts_tree": "done",
        "clkSinkCount": 549,
    },
    "flow_run": {
        "drv_cap": 0,
        "log.warning_count": 34,
    },
    "setup_path": {
        "critical_path.max_fanout": 37,
        "r2r_start": "state_q[3]$_DFF_P_",
        "critPathLaunch": "state_q[3]$_DFF_P_",
        "crit_type": "register to primary output",
        "worstPathRequired_ns": 12.24,
        "timing.rr.end": "d_mem_data_q[141]$_SDFF_PP0_",
        "crit_end": "d_mem_rdata_o[135]",
        "critPathLaunchType": "register",
        "r2r_setup_slack_ns": 10.91,
        "crit_path_end_kind": "primary output",
        "reg2reg_depth": 6,
        "crit_arrival_ns": 5.33,
    },
    "floorplanning": {
        "fp.dieH_um": 541,
        "initCoreUtil_pct": 9.28,
        "die_area_um2": 293000,
        "fp.dieW_um": 541,
        "core_um2": 271000,
        "rows": 191,
        "ios": 1387,
    },
    "power_and_ir_drop": {
        "vdd_ir_drop_max_v": 0.0000620,
        "power_uw": 4070,
        "p_leak_uw": 0.0168,
        "powerDensity_nw_per_um2": 90.2,
    },
    "hold_path": {
        "hp-class": "register to register",
    },
    "placement": {
        "hpwl_um": 178000,
        "io_buffers": 1386,
        "gp_congestion": 0.933,
    },
    "grt": {
        "grt_usage_pct": 13.5,
        "overflow": 0,
        "antenna_found_initial": 122,
        "grt_max_degree": 175,
        "grt_pass1_wl_um": 253000,
        "grt_pass1_vias": 22000,
    },
    "synthesis": {
        "top_cells_by_area": "dfxtp_1, mux2_4, and2_1",
        "top_area_cell": "dfxtp_1",
        "yosysCellCount": 2175,
        "syn_area_um2": 25100,
        "synthCells": 2175,
        "ys_ff": 549,
        "ys_area_um2": 25100,
        "synth_cell_types": 24,
        "yosys.area.top_type_share_pct": 43.8,
        "synth_area_per_cell_um2": 11.5,
        "ys_seq_share_pct": 43.8,
        "yosys_warnings": 1,
    },
}
-- metrics by stage --
step | hold slack (ns) | instance area, µm² | setup slack [ns] | cells
floorplan | 0.460 | 25100 | 8.95 | 2175
global placement | 0.474 | 42700 | 7.36 | 6996
detailed placement | 0.477 | 42700 | 7.37 | 6996
CTS | 0.490 | 45000 | 6.83 | 7127
global route | 0.504 | 45100 | 6.75 | 7178
finish | 0.489 | 45200 | 6.91 | 7185
-- worst min-delay path by stage --
stage / start / endpoint / slack, ns / cells after the start
CTS: arbiter_addr_q[20]$_SDFF_PP0_ / arbiter_addr_q[20]$_SDFF_PP0_ / 0.49 / 2
global route: arbiter_addr_q[21]$_SDFF_PP0_ / arbiter_addr_q[21]$_SDFF_PP0_ / 0.50 / 2
finish: arbiter_addr_q[12]$_SDFF_PP0_ / arbiter_addr_q[12]$_SDFF_PP0_ / 0.49 / 2
-- critical path, cell delays in order, from the launching register on --
cell	delay (ns)
dfxtp_4	0.74
buf_4	0.71
buf_4	0.68
buf_4	0.63
buf_4	0.70
mux2_4	0.36
clkdlybuf4s50_1	0.59
-- layer usage --
metal | vias up | track usage [%]
li1 | 9837 | -
met1 | 10100 | 13.2
met2 | 1234 | 22.6
met3 | 327 | 8.16
met4 | 24 | 6.10
met5 | - | 0
-- sequential cells by signal, indices dropped and copies added (netlist names) --
register	cells
state_q	5
arbiter_addr_q	32
d_mem_data_q	256
i_mem_data_q	256
-- final cells by class --
cell class | count | area [µm²] | area share, %
repair buffers | 1410 | 14100 | 31.2
multi-input cells | 1464 | 13100 | 29.0
flip-flops and latches | 549 | 11000 | 24.4
well taps | 3570 | 4470 | 9.89
clock buffers | 104 | 2070 | 4.59
clock inverters | 27 | 282 | 0.623
diodes | 58 | 145 | 0.321
inverters | 3 | 18.8 | 0.0416
-- cells in the mapped netlist, drive strengths merged --
| library cell | n |
|---|---|
| o21ba | 1 |
| nor2b | 2 |
| a21oi | 3 |
| inv | 3 |
| nand2 | 98 |
| nor3 | 3 |
| and2 | 770 |
| or2 | 2 |
| dfxtp | 549 |
| o311ai | 1 |
| o21ai | 3 |
| nor2 | 1 |
| o41ai | 1 |
| buf | 84 |
| clkbuf | 75 |
| nand3 | 35 |
| a31oi | 32 |
| mux2 | 512 |
-- where the power goes --
group | leakage (µW) | internal [µW] | total [µW] | switching (µW)
registers | 0.00447 | 1490 | 1510 | 19.0
clock network | 0.00114 | 989 | 1730 | 743
logic | 0.0112 | 484 | 832 | 348
-- cell families after synthesis --
group / synth area share [%]
flip-flops: 43.8
AND/OR/NAND/NOR: 21.6
multiplexers: 29.5
AND-OR/OR-AND: 1.03
buffers and inverters: 4.16
No activity file was given, so power comes from the tool's default toggle rates.

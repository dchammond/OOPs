===== flow/run.sh =====
#!/bin/bash
# OpenROAD 26Q1-2900-gdf79404cd8, Yosys 0.63+post, stock flow scripts
make -C /OpenROAD-flow-scripts/flow DESIGN_CONFIG=/design/flow/config.mk WORK_HOME=/design/flow/orfs finish

===== flow/config.mk =====
export PLATFORM = sky130hd
export DESIGN_NAME = cacheline_adaptor
export DESIGN_NICKNAME = cacheline_adaptor
export VERILOG_FILES = /design/flow/design.v
export SDC_FILE = /design/flow/constraint.sdc
export NUM_CORES = 4
export LEC_CHECK = 1
export CORE_AREA = 10 10 349 349
export DIE_AREA = 0 0 359 359

===== flow/constraint.sdc =====
current_design cacheline_adaptor

set clk_period 9.7
set clk_io_pct 0.2

create_clock -name clk0 -period $clk_period [get_ports {clk}]

set non_clock_inputs [all_inputs -no_clocks]
set_input_delay [expr $clk_period * $clk_io_pct] -clock clk0 $non_clock_inputs
set_output_delay [expr $clk_period * $clk_io_pct] -clock clk0 [all_outputs]

===== flow/design.v =====
package data_in_mux;
typedef enum bit [0:0] {
    cpu_in  = 1'b0
    ,pmem_in  = 1'b1
} datainmux_sel_t;
endpackage
package data_out_mux;
typedef enum bit [0:0] {
    way0  = 1'b0
    ,way1  = 1'b1
} dataoutmux_sel_t;
endpackage
package mem_address_mux;
typedef enum bit [1:0] {
    way0  = 2'b00
    ,way1  = 2'b01
    ,mem_in = 2'b10
} memaddressmux_sel_t;
endpackage
package line_out_cpu_mux;
typedef enum bit [0:0] {
    way0  = 1'b0
    ,way1  = 1'b1
} lineoutcpumux_sel_t;
endpackage
package rv32i_types;
typedef logic [31:0] rv32i_word;
typedef enum bit [6:0] {
    op_lui   = 7'b0110111,  
    op_auipc = 7'b0010111,  
    op_jal   = 7'b1101111,  
    op_jalr  = 7'b1100111,  
    op_br    = 7'b1100011,  
    op_load  = 7'b0000011,  
    op_store = 7'b0100011,  
    op_imm   = 7'b0010011,  
    op_reg   = 7'b0110011,  
    op_csr   = 7'b1110011   
} rv32i_opcode_t;
typedef enum bit [2:0] {
    beq  = 3'b000,
    bne  = 3'b001,
    blt  = 3'b100,
    bge  = 3'b101,
    bltu = 3'b110,
    bgeu = 3'b111
} branch_funct3_t;
typedef enum bit [2:0] {
     b = 3'b000,
     h = 3'b001,
     w = 3'b010,
    bu = 3'b100,
    hu = 3'b101
} load_store_funct3_t;
typedef enum bit [2:0] {
    add  = 3'b000,  
    sll  = 3'b001,
    slt  = 3'b010,
    sltu = 3'b011,
    axor = 3'b100,
    sr   = 3'b101,  
    aor  = 3'b110,
    aand = 3'b111
} arith_funct3_t;
typedef enum bit [2:0] {
    alu_add = 3'b000,
    alu_sll = 3'b001,
    alu_sra = 3'b010,
    alu_sub = 3'b011,
    alu_xor = 3'b100,
    alu_srl = 3'b101,
    alu_or  = 3'b110,
    alu_and = 3'b111
} alu_op_t;
typedef enum bit [5:0] {
    imm_slt =   6'b000000,
    imm_sltu =  6'b000001,
    imm_srai =  6'b000010,
    imm_srli =  6'b000011,
    imm_add =   6'b000100,
    imm_sll =   6'b000101,
    imm_axor =  6'b000110,
    imm_aor =   6'b000111,
    imm_aand =  6'b001000,
    rr_slt =    6'b001001,
    rr_sltu =   6'b001010,
    rr_sra =    6'b001011,
    rr_srl =    6'b001100,
    rr_add =    6'b001101,
    rr_sub =    6'b001110,
    rr_sll =    6'b001111,
    rr_axor =   6'b010000,
    rr_aor =    6'b010001,
    rr_aand =   6'b010010,
    auipc =     6'b010011,
    lui =       6'b010100,
    jal =       6'b010101,
    jalr =      6'b010110,
    br_beq =    6'b100000,
    br_bne =    6'b100001,
    br_blt =    6'b100010,
    br_bge =    6'b100011,
    br_bltu =   6'b100100,
    br_bgeu =   6'b100101,
    ld_lb =     6'b111000,
    ld_lh =     6'b111001,
    ld_lw =     6'b111010,
    ld_lbu =    6'b111011,
    ld_lhu =    6'b111100,
    st_sb =     6'b111101,
    st_sh =     6'b111110,
    st_sw =     6'b111111
} instruction_t;
typedef enum bit {
    ld = 1'b0,
    st = 1'b1
} mem_op_t;
endpackage : rv32i_types
interface rvfi_itf(input clk, input rst);
    logic halt;
    logic commit;
    logic [63:0] order;
    logic [31:0] inst;
    logic trap;
    logic [4:0] rs1_addr;
    logic [4:0] rs2_addr;
    logic [31:0] rs1_rdata;
    logic [31:0] rs2_rdata;
    logic load_regfile;
    logic [4:0] rd_addr;
    logic [31:0] rd_wdata;
    logic [31:0] pc_rdata;
    logic [31:0] pc_wdata;
    logic [31:0] mem_addr;
    logic [3:0] mem_rmask;
    logic [3:0] mem_wmask;
    logic [31:0] mem_rdata;
    logic [31:0] mem_wdata;
    logic [15:0] errcode;
endinterface
module cacheline_adaptor
(
    input                   clk,
    input                   rst,
    input  logic [   255:0] line_i,
    output logic [   255:0] line_o,
    input  logic [    31:0] address_i,
    input                   read_i,
    input                   write_i,
    output logic            resp_o,
    input  logic [    63:0] burst_i,
    output logic [    63:0] burst_o,
    output logic [    31:0] address_o,
    output logic            read_o,
    output logic            write_o,
    input                   resp_i
);
typedef enum {
    IDLE,
    READ_LINE1,
    READ_LINE2,
    READ_LINE3,
    READ_LINE4,
    READ_FINISH,
    WRITE_START,
    WRITE_LINE1,
    WRITE_LINE2,
    WRITE_LINE3,
    WRITE_LINE4,
    WRITE_FINISH
} state_t;
state_t            state_d, state_q;
logic [3:0][ 63:0] line_build_d;
logic [3:0][ 63:0] line_build_q;
assign address_o = address_i;
assign line_o = { line_build_q[3], line_build_q[2], line_build_q[1], line_build_q[0] };
always_comb begin
    state_d      = state_q;
    line_build_d = line_build_q;
    resp_o       = '0;
    burst_o      = '0;
    read_o       = '0;
    write_o      = '0;
    case(state_q)
    IDLE, READ_FINISH, WRITE_FINISH : begin
        if(state_q == READ_FINISH || state_q == WRITE_FINISH) begin
            resp_o   = 1'b1;
            state_d  = IDLE;
        end else begin
            if(read_i) begin
                read_o       = 1'b1;
                line_build_d = '0;
                state_d      = READ_LINE1;
            end else if(write_i) begin
                write_o         = 1'b1;
                line_build_d[0] = line_i[64*0+:64];
                line_build_d[1] = line_i[64*1+:64];
                line_build_d[2] = line_i[64*2+:64];
                line_build_d[3] = line_i[64*3+:64];
                state_d         = WRITE_LINE1;
            end
        end
    end
    READ_LINE1 : begin
        if(resp_i) begin
            state_d = READ_LINE2;
        end
        read_o          = 1'b1;
        line_build_d[0] = burst_i;
    end
    READ_LINE2 : begin
        if(resp_i) begin
            state_d = READ_LINE3;
        end
        read_o          = 1'b1;
        line_build_d[1] = burst_i;
    end
    READ_LINE3 : begin
        if(resp_i) begin
            state_d = READ_LINE4;
        end
        read_o          = 1'b1;
        line_build_d[2] = burst_i;
    end
    READ_LINE4 : begin
        if(resp_i) begin
            state_d = READ_FINISH;
        end
        read_o          = 1'b1;
        line_build_d[3] = burst_i;
    end
    WRITE_LINE1 : begin
        if(resp_i) begin
            state_d = WRITE_LINE2;
        end
        write_o     = 1'b1;
        burst_o     = line_build_q[0];
    end
    WRITE_LINE2 : begin
        if(resp_i) begin
            state_d = WRITE_LINE3;
        end
        write_o     = 1'b1;
        burst_o     = line_build_q[1];
    end
    WRITE_LINE3 : begin
        if(resp_i) begin
            state_d = WRITE_LINE4;
        end
        write_o     = 1'b1;
        burst_o     = line_build_q[2];
    end
    WRITE_LINE4 : begin
        if(resp_i) begin
            state_d = WRITE_FINISH;
        end
        write_o     = 1'b1;
        burst_o     = line_build_q[3];
    end
    endcase
end
always_ff @(posedge clk) begin
    state_q      <= state_d;
    line_build_q <= line_build_d;
    if(rst) begin
        state_q <= IDLE;
    end
end
endmodule : cacheline_adaptor

==> results.cfg <==
; generated from flow reports
[worst_setup_path]
r2r-end = line_build_q[237]
r2r_setup_slack_ps = 7030
r2r_start = state_q[2]
crit_top_cell = clkdlybuf4s50_1
required_ps = 7760
cp_cell_sequence = clkdlybuf4s50_1, buf_4, nand2_1, o21ai_0, clkdlybuf4s50_1
critPathMaxFanout = 7
worstSetupStartpointType = primary input
path_class = in2out
critPathCaptureType = output port
critPathTopFamily = buffers and inverters
slowest_stage = clkdlybuf4s50_1
slowest_delay_ps = 500
crit_arrival_ps = 3510
critPathBufInv = 3
ff2ff_path_depth = 4

[clock_network]
postCtsSetupBuffers = 0
numCtsBuffers = 35
cts.sinks = 267
clock_path_buffers = 3
hold_buffers = 0
clk_pin_slew_ps = 70
root_buffer = clkbuf_16
post_cts_resized = 0
htree_num_levels = 2
clk_latency_ps = 580
cts_tree = built

[finish]
seq_area_um2 = 7940
fillers = 12400
synthToLayoutAreaGrowth_pct = 73.1
lay_top_count = clkdlybuf4s50_1
lay_top_cells = 647 x clkdlybuf4s50_1, 256 x a22o_1, 256 x edfxtp_1
drive_gt1_frac = 0.0606
combGateArea_um2 = 3760

[placed_design]
hpwlAfterDp_um = 65600
portBuffers = 647
gp_congestion = 0.860
dp_slack_ps = 4220

[synth]
synth-async-reset-ratio = 0
syn_area_per_cell_um2 = 14.1
yosysTopAreaCell = edfxtp_1
yosysChipArea_um2 = 12400
syn-cell-area_um2 = 12400
ff_type = edfxtp_1
synthDistinctLibCells = 23
synth-edff-count = 256
synth.top_cell.area_share = 0.622
ys_seq_share = 0.640
ys_warn_count = 1
ys_cells = 874
area_leaders = edfxtp_1 62%, a22o_1 18%, a22oi_1 7.8%
ys_seq_elements = 267
synth_cells = 874

[floorplan]
die_area_um2 = 129000
initial_core_util = 0.108
die-width_um = 359
dieHeight_um = 359
io_pins = 712
core_um2 = 114000
row_count = 124

[grt]
grt_max_degree = 40
grt_util_all_layers = 0.126
antenna_found_initial = 18
grt_pass1_wl_um = 110000
grt_pass1_vias = 11900
grt-ovfl-total = 0

[timing]
fin_hold_ws_ps = 622
finalHoldViolCount = 0
fin_tns_setup_ps = 0
rsz0062_at_grt = no
min_period_over_period = 0.562
worstMarginPinSlew_ps = 813
relSlewSlack = 0.458
slew_viol_final = 0
max_freq_mhz = 183
setup_viol = 0
finClkSkew_ps = 26.6
min_period_ps = 5450
finalWorstSetupSlack_ps = 4250

[power]
ir_worst_vdd_mv = 0.0899
p_leak_nw = 7.66
p_per_area_nw_per_um2 = 161

[route]
drt_wl_total_um = 83900
drc = 0
wl_per_cell_um = 28.0
drtPass1Iterations = 7
vias = 11200
viasPerCell = 3.74
ant_nets = 0
first_iter_violations = 722

[outcome]
status = finished, final reports clean

[run]
warnings = 25
maxCapViolations = 0

[worst_hold_path]
hold_depth = 2
hold_end = state_q[5]
min_path_type = reg2reg
worstHoldStart = state_q[0]
## tightest hold or removal path, delay by kind of cell, from the launching register on
family	cells	cell delay (ps)
AOI/OAI and AO/OA	1	70
DFF	1	380
and+or+nand+nor	1	120
## stage by stage
step | area, µm² | util | power [mW] | cells
4_1_cts | 21400 | 0.187 | 3.53 | 2998
3_3_place_gp | 20200 | 0.177 | 2.14 | 2935
6_report | 21400 | 0.187 | 3.45 | 2999
5_1_grt | 21400 | 0.187 | 3.60 | 2998
3_5_place_dp | 20200 | 0.177 | 2.14 | 2935
2_1_floorplan | 12400 | - | 1.59 | 874
## sequential cells by signal (all words and copies together), names as in the netlist
name          flops
state_q          11
line_build_q    256
## where the power goes
group | switching, mW | total [mW] | internal (mW)
logic | 0.258 | 0.612 | 0.354
clock network | 0.567 | 1.36 | 0.793
registers | 0.0843 | 1.48 | 1.40
total | 0.909 | 3.45 | 2.54
## cell usage after synthesis (all sizes together) (4+ instances only)
cell type and count:
nor2 14, mux2i 6, edfxtp 256, buf 95
clkbuf 25, a22oi 128, nand2 65, nor3 4
dfxtp 11, a22o 256
## cell families after synthesis
family                 count (synthesis)  synth area share
buffers and inverters                120            0.0576
DFF                                  267             0.640
and+or+nand+nor                       93            0.0370
AOI/OAI and AO/OA                    388             0.261
muxes                                  6           0.00486
## area by class of cell
class                           count  share of cell area
Multi-Input combinational cell    487               0.176
Antenna cell                        1            0.000117
Sequential cell                   267               0.371
Timing Repair Buffer              669               0.310
Clock inverter                     23              0.0116
Tap cell                         1512              0.0884
Clock buffer                       40              0.0428
## how the worst max path moves through the flow
stage | startpoint | endpoint | slack (ps) | cells after the start
CTS | read_i | read_o | 4220 | 5
global route | read_i | read_o | 4130 | 5
finish | read_i | read_o | 4250 | 5
## per-layer routing
layer	up-vias	track usage	share of wire
met2	792	0.209	0.47
met5	-	0	0.0015
met4	20	0.0238	0.024
met1	5521	0.144	0.37
li1	4775	-	-
met3	105	0.0681	0.13
Power is estimated from default activity; no workload was simulated.

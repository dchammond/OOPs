`flow/config.mk`:
```
export PLATFORM = sky130hd
export DESIGN_NAME = data_array
export DESIGN_NICKNAME = data_array
export VERILOG_FILES = /design/flow/design.v
export SDC_FILE = /design/flow/constraint.sdc
export NUM_CORES = 4
export LEC_CHECK = 1
export CORE_UTILIZATION = 30
```
`flow/constraint.sdc`:
```
current_design data_array

set clk_period 30.6
set clk_io_pct 0.2

create_clock -name clk0 -period $clk_period [get_ports {clk}]

set non_clock_inputs [all_inputs -no_clocks]
set_input_delay [expr $clk_period * $clk_io_pct] -clock clk0 $non_clock_inputs
set_output_delay [expr $clk_period * $clk_io_pct] -clock clk0 [all_outputs]
```
`flow/run.sh`:
```
#!/bin/bash
# OpenROAD 26Q1-2900-gdf79404cd8, Yosys 0.63+post, stock flow scripts
make -C /OpenROAD-flow-scripts/flow DESIGN_CONFIG=/design/flow/config.mk WORK_HOME=/design/flow/orfs finish
```
`flow/design.v`:
```
package data_in_mux;
typedef enum bit [0:0] {
    cpu_in  = 1'b0
    ,pmem_in  = 1'b1
} datainmux_sel_t;
endpackage
package data_out_mux;
typedef enum bit [0:0] {
    way0  = 1'b0
    ,way1  = 1'b1
} dataoutmux_sel_t;
endpackage
package mem_address_mux;
typedef enum bit [1:0] {
    way0  = 2'b00
    ,way1  = 2'b01
    ,mem_in = 2'b10
} memaddressmux_sel_t;
endpackage
package line_out_cpu_mux;
typedef enum bit [0:0] {
    way0  = 1'b0
    ,way1  = 1'b1
} lineoutcpumux_sel_t;
endpackage
package rv32i_types;
typedef logic [31:0] rv32i_word;
typedef enum bit [6:0] {
    op_lui   = 7'b0110111,  
    op_auipc = 7'b0010111,  
    op_jal   = 7'b1101111,  
    op_jalr  = 7'b1100111,  
    op_br    = 7'b1100011,  
    op_load  = 7'b0000011,  
    op_store = 7'b0100011,  
    op_imm   = 7'b0010011,  
    op_reg   = 7'b0110011,  
    op_csr   = 7'b1110011   
} rv32i_opcode_t;
typedef enum bit [2:0] {
    beq  = 3'b000,
    bne  = 3'b001,
    blt  = 3'b100,
    bge  = 3'b101,
    bltu = 3'b110,
    bgeu = 3'b111
} branch_funct3_t;
typedef enum bit [2:0] {
     b = 3'b000,
     h = 3'b001,
     w = 3'b010,
    bu = 3'b100,
    hu = 3'b101
} load_store_funct3_t;
typedef enum bit [2:0] {
    add  = 3'b000,  
    sll  = 3'b001,
    slt  = 3'b010,
    sltu = 3'b011,
    axor = 3'b100,
    sr   = 3'b101,  
    aor  = 3'b110,
    aand = 3'b111
} arith_funct3_t;
typedef enum bit [2:0] {
    alu_add = 3'b000,
    alu_sll = 3'b001,
    alu_sra = 3'b010,
    alu_sub = 3'b011,
    alu_xor = 3'b100,
    alu_srl = 3'b101,
    alu_or  = 3'b110,
    alu_and = 3'b111
} alu_op_t;
typedef enum bit [5:0] {
    imm_slt =   6'b000000,
    imm_sltu =  6'b000001,
    imm_srai =  6'b000010,
    imm_srli =  6'b000011,
    imm_add =   6'b000100,
    imm_sll =   6'b000101,
    imm_axor =  6'b000110,
    imm_aor =   6'b000111,
    imm_aand =  6'b001000,
    rr_slt =    6'b001001,
    rr_sltu =   6'b001010,
    rr_sra =    6'b001011,
    rr_srl =    6'b001100,
    rr_add =    6'b001101,
    rr_sub =    6'b001110,
    rr_sll =    6'b001111,
    rr_axor =   6'b010000,
    rr_aor =    6'b010001,
    rr_aand =   6'b010010,
    auipc =     6'b010011,
    lui =       6'b010100,
    jal =       6'b010101,
    jalr =      6'b010110,
    br_beq =    6'b100000,
    br_bne =    6'b100001,
    br_blt =    6'b100010,
    br_bge =    6'b100011,
    br_bltu =   6'b100100,
    br_bgeu =   6'b100101,
    ld_lb =     6'b111000,
    ld_lh =     6'b111001,
    ld_lw =     6'b111010,
    ld_lbu =    6'b111011,
    ld_lhu =    6'b111100,
    st_sb =     6'b111101,
    st_sh =     6'b111110,
    st_sw =     6'b111111
} instruction_t;
typedef enum bit {
    ld = 1'b0,
    st = 1'b1
} mem_op_t;
endpackage : rv32i_types
interface rvfi_itf(input clk, input rst);
    logic halt;
    logic commit;
    logic [63:0] order;
    logic [31:0] inst;
    logic trap;
    logic [4:0] rs1_addr;
    logic [4:0] rs2_addr;
    logic [31:0] rs1_rdata;
    logic [31:0] rs2_rdata;
    logic load_regfile;
    logic [4:0] rd_addr;
    logic [31:0] rd_wdata;
    logic [31:0] pc_rdata;
    logic [31:0] pc_wdata;
    logic [31:0] mem_addr;
    logic [3:0] mem_rmask;
    logic [3:0] mem_wmask;
    logic [31:0] mem_rdata;
    logic [31:0] mem_wdata;
    logic [15:0] errcode;
endinterface
module data_array #(
    parameter s_offset = 5,
    parameter s_index = 3
)
(
    clk,
    rst,
    read,
    write_en,
    rindex,
    windex,
    datain,
    dataout
);
localparam s_mask   = 2**s_offset;
localparam s_line   = 8*s_mask;
localparam num_sets = 2**s_index;
input clk;
input rst;
input read;
input [s_mask-1:0] write_en;
input [s_index-1:0] rindex;
input [s_index-1:0] windex;
input [s_line-1:0] datain;
output logic [s_line-1:0] dataout;
logic [s_line-1:0] data [num_sets-1:0]  ;
logic [s_line-1:0] _dataout;
assign dataout = _dataout;
always_ff @(posedge clk)
begin
    if (rst) begin
        for (int i = 0; i < num_sets; ++i)
            data[i] <= '0;
    end
    else begin
        if (read)
            for (int i = 0; i < s_mask; i++)
                _dataout[8*i +: 8] <= (write_en[i] & (rindex == windex)) ?
                                      datain[8*i +: 8] : data[rindex][8*i +: 8];
        for (int i = 0; i < s_mask; i++)
        begin
            data[windex][8*i +: 8] <= write_en[i] ? datain[8*i +: 8] :
                                                    data[windex][8*i +: 8];
        end
    end
end
endmodule : data_array
```
==> qor.yml <==
fin_tns_setup_ns: 0
ys_seq_share: 0.6665
ys.flop_type: "edfxtp_1"
peakVddDrop_mv: 0.05132
max_slew_margin: 0.4235
async_flop_share: 0
cp-end-kind: "flop"
routed_wl_mm: 275.7
ys_types: 20
antenna_found_initial: 53
port_buffers: 552
hp-class: "reg2reg"
critPathMaxFanout: 54
critPathKind: "in2reg"
fin_util: 0.3579
top_cells_by_count: "2304 x edfxtp_1, 2048 x and2_1, 512 x mux4_2"
netlist_area_um2: 103800
die_w_um: 590.3
power_mw: 7.466
design.core.area_um2: 343500
first_pass_iters: 7
avgRoutedWirePerCell_um: 23.68
clkLatencyLatePin_ns: 0.89
synth_warnings: 1
post-route-period-util: 0.3271
largest_area_cell: "edfxtp_1"
h-tree-depth: 5
post-place-ws_ns: 19.47
synthCells: 6211
grt_pass1_vias: 59940
vias: 54800
layout.cells.non_filler: 11640
ys_cells: 6211
clockBufferDepth: 4
pwr_density_cell_nw_per_um2: 60.72
arrival_ns: 10.62
startpoint_type: "input port"
die_h_um: 590.3
status: "finished clean"
design_area_um2: 123000
min_period_ns: 10.01
edf_count: 2304
cp.required_ns: 31.21
cts_hold_buf: 0
grt_max_degree: 91
cts_made_buffers: 267
area_leaders: "edfxtp_1 67%, and2_1 12%, mux4_2 11%"
numClockSinks: 2304
io_pins: 553
log.warning_count: 27
top_cell_area_share: 0.6665
fp_util: 0.3022
grt_pass1_wl_mm: 405.2
via_per_inst: 4.707
grt_use_total: 0.1683
area_delta_synth_final_pct: 18.44
tritoncts: "yes"
maxCapViolCount: 0
dpl_cell_area_um2: 114300
drive_gt1_frac: 0.2451
drt_iter0_drc: 3076
cts_setup_buffers: 0
chipArea_um2: 348400
dp_hpwl_mm: 184.2
holdWs_ns: 0.8656
skew_ns: 0.04087
ys_seq_elements: 2304
dp.cells: 11140
cts.root.buffer_cell: "clkbuf_16"
hold_viol_final: 0
yosys_area_um2: 103800
antenna_left: 0
avgSynthCellArea_um2: 16.71
cts_resized: 0
top_cell: "edfxtp_1"
place_congestion: 0.8362
clkSlewWorstSetupHoldPaths_ns: 0.06
drc: 0
finalSetupViolCount: 0
grt_overflow: 0
slew_viol_final: 0
total_leakage_power_nw: 41.66
rows: 215
worst_slew_pin_slew_ns: 0.8630
setup_slack_ns: 20.59
rsz0062_at_grt: "false"
fmax_mhz: 99.89
power by group:
group          internal [mW]  switching, mW
sequential              3.68         0.0568
combinational          0.293          0.311
clock                   1.79           1.33
total                   5.76           1.70
worst max-delay path: stages:
cell and delay [ns]:
buf_8 0.38, buf_12 0.42, buf_4 0.49, buf_4 0.53, buf_4 0.63, buf_4 0.64, mux4_2 0.58, mux2_2 0.27
mux2_1 0.30
final cells by class:
type                            instances  area, um2
Tap cell                             4557       5702
Clock inverter                        158       1657
Fill cell                           31330     220600
Antenna cell                           25      62.56
Timing Repair Buffer                  618       6116
Multi-Input combinational cell       3660      33320
Sequential cell                      2304      69190
Clock buffer                          322       6909
routing by layer:
layer	share of wire	vias to the layer above	track usage
li1	-	24610	-
met5	0.0020	-	0.005473
met3	0.13	506	0.09546
met4	0.031	70	0.04489
met1	0.37	27300	0.2098
met2	0.47	2321	0.2579
final timing paths:
kind / from / end / slack (ns) / cells after the start
max: rindex[0] / _dataout[9] / 20.59 / 9
min: data[3][133] / _dataout[133] / 0.87 / 3
max reg2reg: data[7][129] / _dataout[129] / 28.86 / 3
min reg2reg: data[3][133] / _dataout[133] / 0.87 / 3
layout by cell type, fill, tap and decap left out, drive strengths merged:
cell	netlist	layout
mux2	512	512
nand2b	32	32
diode	0	25
clkinv	0	118
nand3b	3	3
or3	1	1
edfxtp	2304	2304
clkbuf	150	322
and2	2048	2048
or2	256	256
bufinv	0	18
nor2b	1	1
mux4	512	512
nor2	256	256
inv	0	15
buf	97	70
clkdlybuf4s50	0	548
or3b	3	3
nand3	1	1
nand4b	32	32
clkinvlp	0	7
xnor2	3	3
cell families (layout without fill, tap and decap cells):
| logic type | after synthesis | count (layout) | synth area share |
|---|---|---|---|
| buffers and inverters | 247 | 1098 | 0.01315 |
| and+or+nand+nor | 2633 | 2633 | 0.1534 |
| xor gates and xnor gates | 3 | 3 | 0.0003977 |
| DFF | 2304 | 2304 | 0.6665 |
| muxes | 1024 | 1024 | 0.1666 |
| other | 0 | 25 | 0 |
sequential cells by signal (all words and copies together) (netlist names):
| register | count |
|---|---|
| data | 2048 |
| _dataout | 256 |
Power figures rest on the tool's default switching activity, not on a simulated workload.
